## /design/flow/design.v

```verilog
`timescale 1ns/1ns
module ProceduralSerialLoad(clk, clr, D, E, Q);
input clk, clr, D, E;
output Q;
logic [0:4] Qreg;
assign Q = Qreg[4];
always@(posedge clk)
begin
Qreg[0] <= (clr == 1'b0) ? (1'b0) : ((E == 1'b1) ? D : Qreg[0]);
Qreg[1] <= (clr == 1'b0) ? (1'b0) : ((E == 1'b1) ? Qreg[0]: Qreg[1]);
Qreg[2] <= (clr == 1'b0) ? (1'b0) : ((E == 1'b1) ? Qreg[1]: Qreg[2]);
Qreg[3] <= (clr == 1'b0) ? (1'b0) : ((E == 1'b1) ? Qreg[2]: Qreg[3]);
Qreg[4] <= (clr == 1'b0) ? (1'b0) : ((E == 1'b1) ? Qreg[3]: Qreg[4]);
     end
endmodule
```

## /design/flow/run.sh

```bash
#!/bin/bash
# OpenROAD 26Q1-2900-gdf79404cd8, Yosys 0.63+post, stock flow scripts
make -C /OpenROAD-flow-scripts/flow DESIGN_CONFIG=/design/flow/config.mk WORK_HOME=/design/flow/orfs finish
```

## /design/flow/config.mk

```make
export PLATFORM = sky130hd
export DESIGN_NAME = ProceduralSerialLoad
export DESIGN_NICKNAME = ProceduralSerialLoad
export VERILOG_FILES = /design/flow/design.v
export SDC_FILE = /design/flow/constraint.sdc
export NUM_CORES = 4
export LEC_CHECK = 1
export CORE_AREA = 10 10 70 70
export DIE_AREA = 0 0 80 80
```

## /design/flow/constraint.sdc

```tcl
current_design ProceduralSerialLoad

set clk_period 1.0
set clk_io_pct 0.2

create_clock -name clk0 -period $clk_period [get_ports {clk}]

set non_clock_inputs [all_inputs -no_clocks]
set_input_delay [expr $clk_period * $clk_io_pct] -clock clk0 $non_clock_inputs
set_output_delay [expr $clk_period * $clk_io_pct] -clock clk0 [all_outputs]
```

==> run summary <==
The implementation run finished. In this run, distinct cell masters in the synthesized netlist total 4. Setup repair after global routing left no endpoint under its margin. In the post-route analysis, the smallest setup slack over all paths is 84.3 ps. Fraction of the cycle the final worst path needs landed at 91.6%. Ratio of total power to cell area landed at 1500 nW/µm². Required time reported for the critical path endpoint landed at 800 ps.

Per STA, the worst path accumulates the most delay in the family flip-flops. The number of cells reported by Yosys stat comes to 16. After synthesis, the share of flip-flops with an asynchronous set or reset is 0%. Post-detailed-routing wire length landed at 354 µm. Worst clock skew landed at 0.304 ps.

OpenSTA, run right after detailed placement, puts the worst setup slack at -243 ps. Combinational gate area landed at 81.3 µm². Violation tally from detailed-route iteration zero landed at 0.

Recorded from the global router log, the overflow total was 0. Vertical die dimension landed at 80 µm. The floorplan step defined a core boundary enclosing 3420 µm².

According to the floorplan report, the die width is 80 µm. The repair_antennas step left the layout with diodes totalling 0. Post-synthesis cell area landed at 193 µm². Per the repair_timing log after CTS, setup buffers inserted total 0.

The share of synthesized area in the top cell type comes to 51.9%. Total global-route track usage over all layers is 1.32%. The final weighted congestion recorded by global placement is 0.698. Data arrival time of the worst path landed at 720 ps.

H-tree level count landed at 1. By area the synthesized netlist is led by dfxtp_1, mux2i_1, nor2b_1. TritonCTS built the clock tree. In the final report, the number of pins over their slew limit comes to 0. Worst hold path cell count landed at 3. On the reported timing paths, the clock transition at the registers reads 40 ps. The report lists the cells along the critical path as clkdlybuf4s15_1. The CTS log lists the clock sinks for this run as 5. The timing report gives the worst reg2reg path a setup slack of 390 ps. Hold-check failures listed in the final report amount to 0. Final critical-path required period landed at 916 ps. Number of cells traversed by the worst register-to-register path landed at 2. In the final timing run, aggregate negative setup slack is 0 ps. The worst setup path is captured at a primary output.

Once the floorplan was initialized, standard cells occupied 5.64% of the core. The synthesis stat section lists a flop and latch total of 5. The register with the most flip-flops in the final layout is Qreg. Number of nets with antenna violations after detailed routing landed at 0.

The initial antenna violation count came to 0. For reference, the post-synthesis area per instance comes to 12.0 µm². In this run the maximum-capacitance check reported violations numbering 0. Static timing analysis puts the maximum clock frequency at 1.09 GHz. Number of warnings in the stage logs landed at 25. Looking at the setup timing report, the critical path kind is register to primary output. The number of global-route vias before repair came to 138.

The detailed router placed 122 vias in this run. Cells fill 9.05% of the core in the end. In the final report, the number of endpoints failing setup comes to 0. The die covers 6400 µm². The worst-case max-slew headroom was logged as 81.4%. Detailed-route vias per instance landed at 1.77. The pin closest to its max-slew limit shows a slew of 278 ps. The commonest register cell is dfxtp_1. Looking at the hold checks, the worst path lands on Qreg[4]. The floorplan report gives the top-level pin count as 5. By count the netlist is led by dfxtp_1, mux2i_1, nor2b_1. Maximum vdd drop landed at 0.000222 V. Fraction of layout instances using a drive strength above 1 landed at 17.4%. Sum of internal, switching and leakage power landed at 464 µW. In this run the worst hold path is classified as input pin to register. The longest incremental delay of any stage on the critical path is reported as 320 ps.

The floorplan has 21 rows. Count of hold-fix buffers inserted at cts landed at 0. The registers reported with the highest flop counts are Qreg: 5 flops. Signed area change from the synthesized netlist to the final layout landed at 60.4%. Total buffers and inverters traversed by the critical path landed at 1. Count of TritonRoute iterations in the first routing pass landed at 1. The flow ran to the end, and the final reports show no timing, DRC or antenna violations. Sequential fraction of the synthesis area landed at 51.9%. Number of standard cells after synthesis landed at 16. For the worst reg-to-reg path, the startpoint reported by OpenROAD is Qreg[2].

The startpoint identified for the worst hold timing path is E. Pin count of the biggest net entering global routing landed at 6. STA classifies the critical path startpoint as a register. Largest fanout of any net on the critical path landed at 2. Count of synthesis-stage warnings from yosys landed at 1.

Clock insertion delay at the later pin of the skew report landed at 240 ps. The area recorded from the Yosys report for this design is 193 µm². Port buffering added 4 buffers. Number of remaining DRC errors landed at 0. STA lists the endpoint of the worst register-to-register path as Qreg[3]. The register with the most flip-flops in the layout has 5 of them.

In this run the deepest clock path goes through 2 buffers. Fill cells in the final layout number 409. Sorting the Yosys area breakdown by cell type puts at the top dfxtp_1. Number of buffers added by the clock tree synthesis step landed at 3.

Summed over all cells, the static leakage comes to 0.000116 µW. Average wire per cell in the routed design landed at 5.13 µm. The slowest stage of the critical path belongs to the cell dfxtp_2.

The first global-routing pass estimated 648 µm of wire. Count of library flops with an enable pin landed at 0. Summing all flip-flop and latch instances after layout gives 101 µm². CTS placed an instance of clkbuf_4 at the clock tree root.
==> final cells by class <==
class | count | area share [%]
multi-input combinational | 10 | 26.3
clock buffer | 4 | 8.50
timing repair buffer | 4 | 13.8
tap | 46 | 18.6
sequential | 5 | 32.8
==> placed cells by master, fill, tap and decap left out <==
| master | synthesis | routed |
|---|---|---|
| clkbuf_1 | 0 | 1 |
| clkbuf_4 | 0 | 3 |
| clkdlybuf4s15_1 | 0 | 1 |
| clkdlybuf4s50_1 | 0 | 2 |
| dfxtp_1 | 5 | 4 |
| dfxtp_2 | 0 | 1 |
| dlymetal6s2s_1 | 0 | 1 |
| mux2i_1 | 5 | 5 |
| nor2b_1 | 5 | 5 |
==> kinds of logic (layout without fill, tap and decap cells) <==
group / after synthesis / count (layout) / share of synthesized area, %
flops: 5 / 5 / 52.0
mux: 5 / 5 / 26.0
simple gates: 5 / 5 / 16.2
buf+inv: 1 / 8 / 5.84
==> per-layer routing <==
metal / vias to the layer above / GRT usage, % / share of wire (%) / wire [µm]
met5: - / 0 / 0 / 0
met1: 54 / 1.00 / 30 / 106
li1: 65 / - / - / -
met3: 2 / 1.14 / 9.3 / 33
met2: 1 / 2.01 / 55 / 195
met4: 0 / 1.23 / 4.8 / 17
==> timing repair <==
item,CTS,global route
endpoints found under the setup margin,1,3
gates cloned,0,0
resized,2,2
==> stage by stage <==
step / hold slack [ps] / instances / instance area [µm²]
2_1_floorplan: 328 / 16 / 193
3_3_place_gp: 499 / 65 / 279
3_5_place_dp: 509 / 65 / 279
6_report: 430 / 69 / 309
4_1_cts: 501 / 69 / 305
5_1_grt: 433 / 69 / 309
==> power by group <==
part	switching, µW	total [µW]	internal (µW)
Combinational	9.55	29.6	20.0
Sequential	2.10	207	205
Clock	76.4	227	150
Total	88.1	464	376
==> worst max-delay path by stage <==
stage	start	to	cells after the start
finish	Qreg[4]	Q	1
global route	Qreg[4]	Q	1
CTS	Qreg[4]	Q	1
Power is estimated from default activity; no workload was simulated.
