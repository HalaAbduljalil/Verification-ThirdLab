File: flow/config.mk
export PLATFORM = sky130hd
export DESIGN_NAME = SerialLoadSR
export DESIGN_NICKNAME = SerialLoadSR
export VERILOG_FILES = /design/flow/design.v
export SDC_FILE = /design/flow/constraint.sdc
export NUM_CORES = 4
export LEC_CHECK = 1
export CORE_AREA = 10 10 70 70
export DIE_AREA = 0 0 80 80
File: flow/constraint.sdc
current_design SerialLoadSR

set clk_period 1.0
set clk_io_pct 0.2

create_clock -name clk0 -period $clk_period [get_ports {clk}]

set non_clock_inputs [all_inputs -no_clocks]
set_input_delay [expr $clk_period * $clk_io_pct] -clock clk0 $non_clock_inputs
set_output_delay [expr $clk_period * $clk_io_pct] -clock clk0 [all_outputs]
File: flow/design.v
`timescale 1ns/1ns
module srff(clk, D, clr, Q);
input clk, D, clr;
output Q;
logic Q_reg;
assign Q = Q_reg;
always@(negedge clk, negedge clr)
begin
if(clr == 1'b0)
Q_reg <= 1'b0;
else
Q_reg <= D;
end
endmodule
`timescale 1ns/1ns
module SerialLoadSR(clk, clr, D, E, Q);
	input clk, clr, D, E;
	output Q;
	logic Q1, Q2, Q3, Q4, Q5;
	logic m1out, m2out, m3out, m4out, m5out;
   	assign Q = Q5;
	mux2x1 mux1 (.sel(E), .in1(Q1), .in2(D), .out(m1out));	
  	mux2x1 mux2 (.sel(E), .in1(Q2), .in2(Q1), .out(m2out));	
  	mux2x1 mux3 (.sel(E), .in1(Q3), .in2(Q2), .out(m3out));	
  	mux2x1 mux4 (.sel(E), .in1(Q4), .in2(Q3), .out(m4out));	
  	mux2x1 mux5 (.sel(E), .in1(Q5), .in2(Q4), .out(m5out));	
  	srff ff1 (.clk(clk), .D(m1out), .clr(clr), .Q(Q1));
  	srff ff2 (.clk(clk), .D(m2out), .clr(clr), .Q(Q2));
  	srff ff3 (.clk(clk), .D(m3out), .clr(clr), .Q(Q3));
  	srff ff4 (.clk(clk), .D(m4out), .clr(clr), .Q(Q4));
  	srff ff5 (.clk(clk), .D(m5out), .clr(clr), .Q(Q5));
endmodule
`timescale 1ns/1ns
module mux2x1(sel, in1, in2, out);
input sel, in1, in2;
output logic out;
always@(sel, in1, in2)
begin
if(sel == 1'b0)
out = in1;
else
out = in2;
end
endmodule
File: flow/run.sh
#!/bin/bash
# OpenROAD 26Q1-2900-gdf79404cd8, Yosys 0.63+post, stock flow scripts
make -C /OpenROAD-flow-scripts/flow DESIGN_CONFIG=/design/flow/config.mk WORK_HOME=/design/flow/orfs finish
==> report_table.html <==
<h2>Implementation results</h2>
<table>
<tr><th>Metric</th><th>Value</th></tr>
<tr><th colspan="2">Logic synthesis</th></tr>
<tr><td>Number of enable flip-flop cells</td><td>0</td></tr>
<tr><td>Synthesis Warnings</td><td>2</td></tr>
<tr><td>Fraction of synthesis flops using an asynchronous set or reset pin</td><td>100%</td></tr>
<tr><td>Area share of the largest cell type after synthesis</td><td>69.0%</td></tr>
<tr><td>Synth cell types</td><td>2</td></tr>
<tr><td>Post-synthesis cell area</td><td>181 um2</td></tr>
<tr><td>Cell type contributing the most total cell area after synthesis</td><td>sky130_fd_sc_hd__dfrtn_1</td></tr>
<tr><td>Yosys stat area</td><td>181 um2</td></tr>
<tr><td>Sequential share of the synthesized area</td><td>69.0%</td></tr>
<tr><td>Synth Flop Type</td><td>sky130_fd_sc_hd__dfrtn_1</td></tr>
<tr><td>Synth cell count leaders</td><td>5 x sky130_fd_sc_hd__dfrtn_1, 5 x sky130_fd_sc_hd__mux2_2</td></tr>
<tr><td>Synth area leaders</td><td>sky130_fd_sc_hd__dfrtn_1 69%, sky130_fd_sc_hd__mux2_2 31%</td></tr>
<tr><td>Yosys cell count</td><td>10</td></tr>
<tr><td>Seq cells post-synth</td><td>5</td></tr>
<tr><td>Mean Syn Cell Area</td><td>18.1 um2</td></tr>
<tr><td>Number of instances in the synthesized netlist</td><td>10</td></tr>
<tr><th colspan="2">Clocking</th></tr>
<tr><td>Clock net sink count</td><td>5</td></tr>
<tr><td>Clock transition at the registers of the reported paths</td><td>0.03 ns</td></tr>
<tr><td>Clock insertion delay at the later pin of the skew report</td><td>0.26 ns</td></tr>
<tr><td>Post-cts gate resize count</td><td>13</td></tr>
<tr><td>Clock tree from TritonCTS</td><td>built</td></tr>
<tr><td># Post-CTS Setup Buffers</td><td>0</td></tr>
<tr><td>Clock buffer depth</td><td>2</td></tr>
<tr><td>TritonCTS Buffers</td><td>3</td></tr>
<tr><td>CTS HTree Levels</td><td>1</td></tr>
<tr><td>Root buffer selected by CTS</td><td>sky130_fd_sc_hd__clkbuf_4</td></tr>
<tr><td>Number of buffers inserted by hold repair at cts</td><td>0</td></tr>
<tr><th colspan="2">GRT</th></tr>
<tr><td>Global routing met2 resource utilization</td><td>1.28%</td></tr>
<tr><td>Overflow left after global routing</td><td>0</td></tr>
<tr><td>Maximum number of pins on one net before global-route repair</td><td>6</td></tr>
<tr><td>GRT Resource Usage Total</td><td>1.56%</td></tr>
<tr><td>Met1 demand-to-capacity share in global routing</td><td>2.28%</td></tr>
<tr><td>Busiest grt layer</td><td>met1</td></tr>
<tr><td>Number of global-route vias before repair</td><td>145</td></tr>
<tr><td>Wire length of the first global-routing pass</td><td>717 um</td></tr>
<tr><td>Global-route track usage on met3</td><td>1.59%</td></tr>
<tr><td>Initial antenna violation count</td><td>0</td></tr>
<tr><th colspan="2">Detailed routing</th></tr>
<tr><td>Detailed-routing iteration count for the pre-antenna-repair pass</td><td>1</td></tr>
<tr><td>DRC Markers</td><td>0</td></tr>
<tr><td>Detailed router's first-iteration violation count</td><td>0</td></tr>
<tr><td>Detailed-route wire length per cell</td><td>5.95 um</td></tr>
<tr><td>Count of inserted antenna diode cells</td><td>0</td></tr>
<tr><td>Vias post-DR</td><td>110</td></tr>
<tr><td>Mean number of vias per cell</td><td>1.69</td></tr>
<tr><td>Wire length reported by the detailed router</td><td>387 um</td></tr>
<tr><td>Remaining antenna violation count after routing</td><td>0</td></tr>
<tr><th colspan="2">STA</th></tr>
<tr><td>Number of max-slew violations in the final report</td><td>0</td></tr>
<tr><td>Setup_tns</td><td>-0.464 ns</td></tr>
<tr><td>Slew Limit Headroom</td><td>84.1%</td></tr>
<tr><td>Hold slack</td><td>0.467 ns</td></tr>
<tr><td>Slew of the pin with the lowest slew margin</td><td>0.237 ns</td></tr>
<tr><td>Number of endpoints with negative hold slack in the final report</td><td>0</td></tr>
<tr><td>Finish-stage setup viols</td><td>1</td></tr>
<tr><td>Max Clock Skew</td><td>0.000262 ns</td></tr>
<tr><td>Final WS setup</td><td>-0.464 ns</td></tr>
<tr><td>Unrepaired setup endpoints after global routing</td><td>true</td></tr>
<tr><th colspan="2">Setup path</th></tr>
<tr><td>Arr. time, crit path</td><td>1.26 ns</td></tr>
<tr><td>Critical Path Slowest Stage Cell</td><td>sky130_fd_sc_hd__dfrtn_1</td></tr>
<tr><td>Largest incremental delay on the critical path</td><td>0.39 ns</td></tr>
<tr><td>Depth of the worst register-to-register path</td><td>2</td></tr>
<tr><td>Beginning of the critical path</td><td>ff5.Q_reg</td></tr>
<tr><td>Nature of the critical path endpoint</td><td>primary output</td></tr>
<tr><td>Register-to-register path setup slack</td><td>0.14 ns</td></tr>
<tr><td>Critical-path cell list</td><td>buf_2</td></tr>
<tr><td>Crit path max fanout</td><td>2</td></tr>
<tr><td>Buf+Inv Stages, Crit Path</td><td>1</td></tr>
<tr><td>Critical path class</td><td>flip-flop to primary output</td></tr>
<tr><td>Cell family contributing the most delay on the critical path</td><td>flip-flops</td></tr>
<tr><td>Worst R2R End</td><td>ff5.Q_reg</td></tr>
<tr><td>Sort of element at the start of the critical path</td><td>flip-flop</td></tr>
<tr><td>CP Data Required Time</td><td>0.80 ns</td></tr>
<tr><td>Reg2reg start</td><td>ff5.Q_reg</td></tr>
<tr><th colspan="2">Power and ir drop</th></tr>
<tr><td>Peak VDD IR</td><td>0.730 mV</td></tr>
<tr><td>Static Leak</td><td>0.138 nW</td></tr>
<tr><td>Power density of the placed cells</td><td>1930 nW/um2</td></tr>
<tr><th colspan="2">Layout</th></tr>
<tr><td>Area growth syn-to-layout</td><td>77.9%</td></tr>
<tr><td>Number of fill cells in the layout</td><td>399</td></tr>
<tr><td>Logic area</td><td>75.1 um2</td></tr>
<tr><td>Sequential Area</td><td>125 um2</td></tr>
<tr><td>Final cell count without fillers</td><td>65</td></tr>
<tr><td>Share of cells above drive strength 1</td><td>63.2%</td></tr>
<tr><th colspan="2">Min path</th></tr>
<tr><td>Worst hold path depth</td><td>1</td></tr>
<tr><td>Worst Min Path Start</td><td>ff4.Q_reg</td></tr>
<tr><td>Worst hold endpoint</td><td>ff5.Q_reg</td></tr>
<tr><td>Min-delay worst type</td><td>flip-flop to flip-flop</td></tr>
<tr><th colspan="2">Die</th></tr>
<tr><td>Overall die width</td><td>80 um</td></tr>
<tr><td>Fp_density</td><td>5.31%</td></tr>
<tr><td>Row count</td><td>21</td></tr>
<tr><td>Placeable core area</td><td>3420 um2</td></tr>
<tr><td>Area enclosed by the die boundary</td><td>6400 um2</td></tr>
<tr><td>Vertical extent of the die</td><td>80 um</td></tr>
<tr><td>Count of pins on the block boundary</td><td>5</td></tr>
<tr><th colspan="2">Placed design</th></tr>
<tr><td>DP Cell Count</td><td>61</td></tr>
<tr><td>Post-placement setup slack</td><td>-0.852 ns</td></tr>
<tr><td>PortBufs</td><td>4</td></tr>
<tr><td>Routability Congestion</td><td>0.632</td></tr>
<tr><th colspan="2">Flow run</th></tr>
<tr><td>OpenROAD warning count</td><td>28</td></tr>
<tr><td>Number of max-cap violations</td><td>0</td></tr>
<tr><th colspan="2">Status</th></tr>
<tr><td>Run status</td><td>finished, violations left</td></tr>
<tr><td>Violations in the final reports</td><td>setup timing</td></tr>
</table>
[power by group]
part | internal [mW] | switching (mW) | leakage, nW
Sequential | 0.247 | 0.0217 | 0.0588
Clock | 0.151 | 0.0897 | 0.0150
Combinational | 0.0848 | 0.0281 | 0.0641
Total | 0.483 | 0.139 | 0.138
[metal layers]
layer	vias up	share of wire, %
met4	0	2.1
met5	-	0
met2	8	22
li1	52	-
met1	47	61
met3	3	15
[logic make-up after synthesis]
family,count (synthesis),synth area share (%)
DFF,5,69.0
muxes,5,31.0
[metrics by stage]
stage	cell area, um2	utilization (%)	power (mW)
3_3_place_gp	305	8.94	0.393
2_1_floorplan	200	-	0.324
4_1_cts	328	9.60	0.634
3_5_place_dp	305	8.94	0.398
6_report	323	9.45	0.623
5_1_grt	323	9.45	0.676
[layout make-up]
type	instances	share of cell area, %
repair buffers	5	12.0
flip-flops and latches	5	38.8
multi-input cells	5	23.3
clock buffers	4	8.14
well taps	46	17.8
[how the worst max path moves through the flow]
stage     to  slack [ns]  cells after the start
4_1_cts    Q       -0.47                      1
5_1_grt    Q       -0.50                      1
6_report   Q       -0.46                      1
[cell usage in the layout, fill, tap and decap left out]
| cell | Yosys | final |
|---|---|---|
| sky130_fd_sc_hd__mux2_4 | 0 | 5 |
| sky130_fd_sc_hd__clkbuf_1 | 0 | 1 |
| sky130_fd_sc_hd__dfrtn_1 | 5 | 5 |
| sky130_fd_sc_hd__clkdlybuf4s50_1 | 0 | 1 |
| sky130_fd_sc_hd__clkbuf_4 | 0 | 3 |
| sky130_fd_sc_hd__buf_4 | 0 | 1 |
| sky130_fd_sc_hd__buf_6 | 0 | 1 |
| sky130_fd_sc_hd__buf_2 | 0 | 1 |
| sky130_fd_sc_hd__clkbuf_2 | 0 | 1 |
Power figures rest on the tool's default switching activity, not on a simulated workload.
