<file path="flow/config.mk">
export PLATFORM = sky130hd
export DESIGN_NAME = ParallelLoadSR
export DESIGN_NICKNAME = ParallelLoadSR
export VERILOG_FILES = /design/flow/design.v
export SDC_FILE = /design/flow/constraint.sdc
export NUM_CORES = 4
export LEC_CHECK = 1
export CORE_AREA = 10 10 70 70
export DIE_AREA = 0 0 80 80
</file>
<file path="flow/constraint.sdc">
current_design ParallelLoadSR

set clk_period 1.7
set clk_io_pct 0.2

create_clock -name clk0 -period $clk_period [get_ports {clk}]

set non_clock_inputs [all_inputs -no_clocks]
set_input_delay [expr $clk_period * $clk_io_pct] -clock clk0 $non_clock_inputs
set_output_delay [expr $clk_period * $clk_io_pct] -clock clk0 [all_outputs]
</file>
<file path="flow/design.v">
`timescale 1ns/1ns
module srff(clk, D, clr, Q);
input clk, D, clr;
output Q;
logic Q_reg;
assign Q = Q_reg;
always@(negedge clk, negedge clr)
begin
if(clr == 1'b0)
Q_reg <= 1'b0;
else
Q_reg <= D;
end
endmodule
`timescale 1ns/1ns
module ParallelLoadSR(clk, clr, D, sel, vec, Q);
input clk, clr, D;
input [1:0] sel;
input [4:0] vec;
output Q;
logic Q1, Q2, Q3, Q4, Q5;
logic m1out, m2out, m3out, m4out, m5out;
assign Q = Q5;
mux3x1 mux1 (.sel(sel), .in1(Q1), .in2(vec[4]), .in3(D), .out(m1out));	
mux3x1 mux2 (.sel(sel), .in1(Q2), .in2(vec[3]), .in3(Q1), .out(m2out));	
mux3x1 mux3 (.sel(sel), .in1(Q3), .in2(vec[2]), .in3(Q2), .out(m3out));	
mux3x1 mux4 (.sel(sel), .in1(Q4), .in2(vec[1]), .in3(Q3), .out(m4out));	
mux3x1 mux5 (.sel(sel), .in1(Q5), .in2(vec[0]), .in3(Q4), .out(m5out));	
srff ff1 (.clk(clk), .D(m1out), .clr(clr), .Q(Q1));
srff ff2 (.clk(clk), .D(m2out), .clr(clr), .Q(Q2));
srff ff3 (.clk(clk), .D(m3out), .clr(clr), .Q(Q3));
srff ff4 (.clk(clk), .D(m4out), .clr(clr), .Q(Q4));
srff ff5 (.clk(clk), .D(m5out), .clr(clr), .Q(Q5));
endmodule
`timescale 1ns/1ns
module mux3x1(sel, in1, in2, in3, out);
input in1, in2, in3;
input [1:0] sel;
output logic out;
always@(sel, in1, in2, in3)
begin
if(sel == 2'b00)
out = in1;
else if(sel == 2'b01)
out = in2;
else
out = in3;
end
endmodule
</file>
<file path="flow/run.sh">
#!/bin/bash
# OpenROAD 26Q1-2900-gdf79404cd8, Yosys 0.63+post, stock flow scripts
make -C /OpenROAD-flow-scripts/flow DESIGN_CONFIG=/design/flow/config.mk WORK_HOME=/design/flow/orfs finish
</file>
==> flow_summary.toml <==
# implementation run metrics
[run_status]
status = "finished, violations left"
violations = "negative setup slack"

[worst_setup_path]
cp-start-kind = "flip-flop"
crit_path_end_kind = "output pin"
rr_startpoint = "ff5.Q_reg"
r2r_end = "ff5.Q_reg"
crit_path_cell_trace = "buf_2"
worstSetupPathType = "reg2out"
critical_path_buf_inv_count = 1
rrSetupSlack_ps = 880
path_max_fanout = 2
crit_slowest_cell = "dfrtn_1"
cpPeakStageDelay_ps = 390
crit_family = "flip-flops"
r2r_cells = 3
worstPathArrival_ps = 1600
worstPathRequired_ps = 1360

[power]
ir_drop_uv = 205
seq_power_share = 0.426
power_switching_uw = 78.1
combPwrFrac = 0.156
swShare = 0.236
power_density_mw_per_mm2 = 838
leakage_nw = 0.175
clock_power_share = 0.418
p_int_uw = 253

[min_path]
hold_class = "reg2reg"
whs_endpoint = "ff5.Q_reg"
hold_start = "ff4.Q_reg"
hold_path_depth = 2

[clocking]
numCtsBuffers = 3
cts_hold_buf = 0
cts_buffer_depth = 2
htreeDepth = 1
cts.reportedPaths.clkPinSlew_ps = 40
cts_tree = "built"
clock_latency_ps = 260
ctsRootBufferMaster = "clkbuf_4"
clock-sinks = 5

[yosys]
yosysChipArea_um2 = 235
ys_cells = 22
synth_flops = 5
synth.avg_cell_area_um2 = 10.7
synthCells = 22
synth.cell_area_um2 = 235
yosys_warnings = 2
synth_cell_type_count = 6
synth_seq_share = 0.532

[route]
wl_per_cell_um = 8.33
vias = 201
drtIter0Drc = 16
drt_wl_total_um = 683
drc = 0
postRouteAntennaNets = 0
dr.pass1.iters = 3
viasPerCell = 2.45

[final_timing]
final.setup.tns_ps = -236
skew_ps = 5.26
slew_headroom = 0.772
rsz0062_at_grt = "true"
worstMarginPinSlew_ps = 343
setup_viol = 1
final.setup.worst_slack_ps = -236
hold_viol_final = 0
maxSlewViolCount = 0

[placement]
dp_hpwl_um = 552
gp_congestion = 0.744
placed_cell_area_um2 = 377
port_buffers = 10

[die]
fp-row-count = 21
core_area_mm2 = 0.00342
fp-utilization = 0.0689
fp.dieH_um = 80
io_pins = 11
die_area_mm2 = 0.00640
fp.dieW_um = 80

[job]
warnings = 27
maxCapViolCount = 0

[layout]
stdcell_area_um2 = 395
area_delta_synth_final_pct = 68.1
drive_gt1_frac = 0.171
fillers = 401

[global_route]
grtUsageTotal = 0.0239
grt_pass1_wl_um = 1120
grt_max_degree = 11
grt.overflow.total = 0
grt_pass1_vias = 226
grt_antenna_before_repair = 1
-- routing by layer --
layer	up-vias	wire, µm	GRT usage
li1	103	-	-
met4	0	7	0.00352
met3	2	197	0.0364
met5	-	0	0
met1	82	323	0.0288
met2	14	156	0.0209
-- worst max path at each step --
stage | startpoint | to | cells past startpoint
CTS | ff5.Q_reg | Q | 1
global route | ff5.Q_reg | Q | 1
finish | ff5.Q_reg | Q | 1
-- synthesized netlist by cell type (all sizes together) --
cell type	n	area, µm²
dfrtn	5	125
mux2i	5	50.1
clkbuf	1	5.00
buf	1	11.3
nand2	5	18.8
o21ai	5	25.0
-- layout make-up --
| class | instances | area (µm²) | area share |
|---|---|---|---|
| Sequential cell | 5 | 125 | 0.316 |
| Multi-Input combinational cell | 15 | 93.8 | 0.237 |
| Timing Repair Buffer | 11 | 90.1 | 0.228 |
| Tap cell | 46 | 57.6 | 0.146 |
| Clock buffer | 4 | 26.3 | 0.0665 |
| Antenna cell | 1 | 2.50 | 0.00633 |
-- stage by stage --
step | power, mW | hold WS [ps] | util | setup WS [ps] | instances
2_1_floorplan | 0.167 | 415 | - | 19.9 | 22
3_3_place_gp | 0.196 | 424 | 0.110 | -586 | 76
3_5_place_dp | 0.199 | 442 | 0.110 | -626 | 76
4_1_cts | 0.334 | 443 | 0.117 | -240 | 81
5_1_grt | 0.357 | 472 | 0.116 | -282 | 82
6_report | 0.331 | 436 | 0.116 | -236 | 82
-- logic make-up after synthesis --
group / synth area share
AOI/OAI and AO/OA: 0.106
buffers and inverters: 0.0691
DFF: 0.532
muxes: 0.213
and+or+nand+nor: 0.0798
-- placed cells by master (no fill, tap or decap), drive strengths merged --
cell type and n:
clkbuf 4, diode 1, clkdlybuf4s50 2, buf 3, dlygate4sd2 6, mux2i 5, nand2 5, o21ai 5
dfrtn 5
-- power by group through the flow --
stage | Combinational (mW) | Clock (mW) | Sequential [mW]
after global routing | 0.0588 | 0.155 | 0.143
final | 0.0517 | 0.139 | 0.141
after CTS | 0.0527 | 0.140 | 0.141
-- repair_timing --
action	4_1_cts	5_1_grt
setup endpoints to repair	6	4
gates resized	12	2
pin swaps	2	0
buffers inserted	1	0
No activity file was given, so power comes from the tool's default toggle rates.
